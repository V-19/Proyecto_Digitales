==> ./design.v <==
module Receive(
clk,
RESET,
rx_code_group_out,
RXD, 
RX_DV,
RX_ER
);
parameter WAIT_FOR_K = 8'h1;
parameter RX_K = 8'h2;
parameter IDE_D = 8'h4;
parameter START_OF_PACKET = 8'h8;
parameter RECEIVE = 8'h10;
parameter RX_DATA = 8'h20;
parameter TRI_RRI_1 = 8'h40;
parameter TRI_RRI_2 = 8 'h80;
input clk, RESET;
input [9:0] rx_code_group_out;
output reg RX_DV, RX_ER;
output reg [7:0] RXD;
reg [12:0] state;
reg [12:0] nxt_state;
reg valid; 
reg [9:0] code_group [0:29];
always@(posedge clk)begin 
	if(RESET)begin 
		state<= nxt_state; 
		if(rx_code_group_out==10'b1010010110) RXD<=8'hC5; 
        else if(rx_code_group_out==10'b1001000101) RXD<=8'h50; 
        else if(rx_code_group_out==10'b1100000101||rx_code_group_out==10'b0011111010) RXD<=8'hBC;  
        else if(rx_code_group_out==10'b1101101000||rx_code_group_out==10'b0010010111) RXD<=8'h55;  
        else if(rx_code_group_out==10'b1001110100||rx_code_group_out==10'b0110001011) RXD<=8'h00;  
        else if(rx_code_group_out==10'b0111010100||rx_code_group_out==10'b1000101011) RXD<=8'h01;  
        else if(rx_code_group_out==10'b1011010100||rx_code_group_out==10'b0100101011) RXD<=8'h02;  
        else if(rx_code_group_out==10'b1100011011||rx_code_group_out==10'b1100010100) RXD<=8'h03;  
        else if(rx_code_group_out==10'b1101010100||rx_code_group_out==10'b0010101011) RXD<=8'h04;  
        else if(rx_code_group_out==10'b1010011011||rx_code_group_out==10'b1010010100) RXD<=8'h05;  
        else if(rx_code_group_out==10'b0110011011||rx_code_group_out==10'b0110010100) RXD<=8'h06;  
        else if(rx_code_group_out==10'b1110001011||rx_code_group_out==10'b0001110100) RXD<=8'h07;  
        else if(rx_code_group_out==10'b0001101011||rx_code_group_out==10'b1110010100) RXD<=8'h08;  
        else if(rx_code_group_out==10'b1001011011||rx_code_group_out==10'b1001010100) RXD<=8'h09;  
        else if(rx_code_group_out==10'b0100010111||rx_code_group_out==10'b1011101000) RXD<=8'hFD;  
        else if(rx_code_group_out==10'b1110101000||rx_code_group_out==10'b0001010111) RXD<=8'hF7;  
	end else begin  
		nxt_state<=WAIT_FOR_K;
		RX_DV<=0; 
		RX_ER<=0;
	end
end
always @(*)begin
	nxt_state = state; 
	case(state) 
		WAIT_FOR_K: begin 
			if(rx_code_group_out==10'b1100000101)begin 
				RX_DV=0;
				RX_ER=0;
				nxt_state = RX_K;
			end else nxt_state = WAIT_FOR_K;
		end
		RX_K: begin  
			if(rx_code_group_out==10'b1010010110 || rx_code_group_out==10'b1001000101 )begin 
				RX_DV=0;
				RX_ER=0;
				nxt_state = IDE_D;
			end else nxt_state = WAIT_FOR_K;
		end
		IDE_D: begin 
			if(rx_code_group_out==10'b1101101000)begin 
				RX_DV=0;
				RX_ER=0;
				nxt_state = START_OF_PACKET;
			end else nxt_state = RX_K;
		end
		START_OF_PACKET: begin 
			RX_DV=1;
			RX_ER=0;	
			nxt_state = RECEIVE;
		end 
		RECEIVE: begin  
		if(valid)begin	
			if(rx_code_group_out==10'b0100010111 )begin 
				RX_ER=0;
				nxt_state = TRI_RRI_1;
			end else nxt_state = RX_DATA;
		end else begin
		RX_ER=1;
		nxt_state = RECEIVE; 
		end
		end
		RX_DATA: begin   
			if(valid)begin
				RX_ER=0;
				nxt_state=RECEIVE;
			end else 
			begin
				RX_ER=1;
				nxt_state=RECEIVE;
			end
		end
		TRI_RRI_1: begin  
		if(rx_code_group_out==10'b0001010111  )begin 
				RX_DV=0;
				nxt_state = TRI_RRI_2;
			end else nxt_state = RECEIVE;
		end
		TRI_RRI_2: begin  
			if(rx_code_group_out==10'b1100000101  )begin 
				RX_DV=0;
				RX_ER=0;
				nxt_state = RX_K;
			end else nxt_state = RECEIVE;
		end
		default: nxt_state = WAIT_FOR_K; 
	endcase
end
always@(posedge clk)begin
	code_group[0]= 10'b1010010110;  
 	code_group[1]= 10'b1001000101; 	 
	code_group[2]= 10'b1100000101;	 
	code_group[3]= 10'b0011111010;  
	code_group[4]= 10'b1101101000;  
	code_group[5]= 10'b0010010111;  
	code_group[6]= 10'b1001110100;  
	code_group[7]= 10'b0110001011;  
	code_group[8]= 10'b0111010100;  
	code_group[9]= 10'b1000101011; 
	code_group[10]= 10'b1011010100; 
	code_group[11]= 10'b0100101011; 
	code_group[12]= 10'b1100011011; 
	code_group[13]= 10'b1100010100; 
	code_group[14]= 10'b1101010100; 
	code_group[15]= 10'b0010101011; 
	code_group[16]= 10'b1010011011; 
	code_group[17]= 10'b1010010100; 
	code_group[18]= 10'b0110011011; 
	code_group[19]= 10'b0110010100; 
	code_group[20]= 10'b1110001011; 
	code_group[21]= 10'b0001110100; 
	code_group[22]= 10'b0001101011; 
	code_group[23]= 10'b1110010100; 
	code_group[24]= 10'b1001011011; 
	code_group[25]= 10'b1001010100; 
	code_group[26]= 10'b0100010111; 
	code_group[27]= 10'b1011101000; 
	code_group[28]= 10'b1110101000; 
	code_group[29]= 10'b0001010111; 
	if(rx_code_group_out==code_group[0]||rx_code_group_out==code_group[1]||rx_code_group_out==code_group[2]||rx_code_group_out==code_group[3]||rx_code_group_out==code_group[4]
	||rx_code_group_out==code_group[5]||rx_code_group_out==code_group[6]||rx_code_group_out==code_group[7]||rx_code_group_out==code_group[8]||rx_code_group_out==code_group[9]
	||rx_code_group_out==code_group[10]||rx_code_group_out==code_group[11]||rx_code_group_out==code_group[12]||rx_code_group_out==code_group[13]||rx_code_group_out==code_group[14]
	||rx_code_group_out==code_group[15]||rx_code_group_out==code_group[16]||rx_code_group_out==code_group[17]||rx_code_group_out==code_group[18]||rx_code_group_out==code_group[19]
	||rx_code_group_out==code_group[20]||rx_code_group_out==code_group[21]||rx_code_group_out==code_group[22]||rx_code_group_out==code_group[23]||rx_code_group_out==code_group[24]
	||rx_code_group_out==code_group[25]||rx_code_group_out==code_group[26]||rx_code_group_out==code_group[27]||rx_code_group_out==code_group[28]||rx_code_group_out==code_group[29]
	)begin
	valid=1;
	end else valid=0;
end
endmodule
==> ./run.sh <==
#!/bin/bash
# OpenROAD 26Q1-2900-gdf79404cd8, Yosys 0.63+post, stock flow scripts
make -C /OpenROAD-flow-scripts/flow DESIGN_CONFIG=/design/flow/config.mk WORK_HOME=/design/flow/orfs finish
==> ./config.mk <==
export PLATFORM = sky130hd
export DESIGN_NAME = Receive
export DESIGN_NICKNAME = Receive
export VERILOG_FILES = /design/flow/design.v
export SDC_FILE = /design/flow/constraint.sdc
export NUM_CORES = 4
export LEC_CHECK = 1
export CORE_AREA = 10 10 96 96
export DIE_AREA = 0 0 106 106
==> ./constraint.sdc <==
current_design Receive

set clk_period 4.0
set clk_io_pct 0.2

create_clock -name clk0 -period $clk_period [get_ports {clk}]

set non_clock_inputs [all_inputs -no_clocks]
set_input_delay [expr $clk_period * $clk_io_pct] -clock clk0 $non_clock_inputs
set_output_delay [expr $clk_period * $clk_io_pct] -clock clk0 [all_outputs]
==> commit_impl_results.txt <==
Store results of the implementation flow

- Outcome: complete, no violations
- Fp_density: 0.109
* Peak fanout along the critical path: 8
- Final GP Congestion: around 0.9
- Largest net degree at the start of global routing: 10
- In this run, distinct cell masters in the synthesized netlist total 39.
- For this run, the detailed router's first-pass iteration total came to 4.
- Summing every instance area after synthesis gives 786 µm².
* Worst EP arrival: 3180 ps
- Across all hold checks on the routed design, the worst slack comes to around 1400 ps.
- Endpoint of the worst hold path: RXD[3]$_SDFFCE_PP0P_
* DRT antenna net count: 0
- Port bufs: 19
* Crit Path Class: primary input to flop
- The final timing report lists a hold violation count of 0.
- The register with the most flip-flops in the layout has 8 of them.
- In this run the tightest slew margin relative to its limit is 0.622.
* Die width: 106 µm
- The timing report gives the clock slew at the launch and capture registers of the worst setup and hold paths as 40 ps.
- Across the run, the number of max-cap violations was 0.
* Inserted Diodes: 0
- GR Overflow Total: 0
- Counting along the longest clock path gives a buffer depth of 2.
- Core region area: 7210 µm²
- Clock tree from TritonCTS: built
- In this run the vertical extent of the chip is 106 µm.
- Once placement finished, the instance area stood at 1090 µm².
* WL/cell: about 11 µm
- The first routing iteration left 68 violations.
- According to the Yosys statistics, the synthesized design has a chip area of 786 µm².
- The flow measured a signed area growth from synthesis to layout of 43.8%.
- The number of clock sinks came to 8.
* Total power of the final layout: 229 µW
- Of the synthesized area, sequential elements account for 0.306.
- The number of cells reported by Yosys stat comes to 95.
* Required time at the endpoint of the critical path: 3880 ps
- The via count of the first global-routing pass is 788.
- Design area: 1130 µm²
- The transition time recorded at the tightest slew-check pin is 567 ps.
- In this run, synthesis produced a sequential element count of 8.
- Number of instances in the synthesized netlist: 95
* Antenna violations before repair: 0
* Post-Route WL: 2300 µm
* Leakage power: about 0.00036 µW
* Crit path launch: rx_code_group_out[0]
- For this run, the share of the core covered by cells in the final layout is 0.157.
* Worst VDD drop: roughly 0.07 mV
- Fmax: 303 MHz
* Syn_area_per_cell: a little over 8 µm²
* Site row count: 31
- Root Buffer Master: sky130_fd_sc_hd__clkbuf_8
- Of the cells placed in the final design, the portion with a size suffix greater than 1 is 0.0696.
- Buffers added to address setup during post-CTS repair amount to 0.
- The report lists the power per cell area as 203 nW/µm².
- CTS HTree Levels: 1
- Crit. End Element: flop
- Top Registers: RXD x8
- Hold_buf cts: 0
- For this run, the total global-route usage over all layers was measured as 0.0410.
* Final number of max-transition violations: 0
- The smallest clock period supported by the final layout is computed as roughly 3300 ps.
- The first global-routing pass estimated 3940 µm of wire.
- Start point of the worst hold path: RESET
* Tool warnings: 25
- Setup repair after global routing left no endpoint under its margin.
* DPL Wire Length: 1910 µm
- Largest register by flop count: RXD
* Post-layout period usage of the worst path: 0.825
- Post-CTS repair ended up resizing 0 cells.
- Crit path launch type: primary input
* CTS buffer count: 3
- Setup-failing EPs final: 0
* Number of warnings printed during yosys synthesis: 19
* DRC violation count after routing: 0
- Via count: 818
- Depth of the worst hold-timing path: 2
- Setup TNS after final layout: 0 ps
- # IOs: 22
- Die area: between 10000 and 15000 µm²
- The routed design shows a via density per instance of around 3.8.
- The type recorded for the worst min-delay path is primary input to flop.
cells in the mapped netlist:
library cell / n / area [µm²]
sky130_fd_sc_hd__or3b_2: 1 / 8.76
sky130_fd_sc_hd__nand3_2: 1 / 10.0
sky130_fd_sc_hd__nand3_1: 2 / 10.0
sky130_fd_sc_hd__nor3b_1: 1 / 7.51
sky130_fd_sc_hd__xnor2_1: 1 / 8.76
sky130_fd_sc_hd__clkbuf_2: 1 / 5.00
sky130_fd_sc_hd__nor2b_1: 2 / 12.5
sky130_fd_sc_hd__nand2b_1: 7 / 43.8
sky130_fd_sc_hd__a2111oi_0: 1 / 8.76
sky130_fd_sc_hd__nand2_1: 9 / 33.8
sky130_fd_sc_hd__nor4b_1: 4 / 35.0
sky130_fd_sc_hd__or3_1: 2 / 12.5
sky130_fd_sc_hd__o21ai_0: 2 / 10.0
sky130_fd_sc_hd__edfxtp_1: 8 / 240
sky130_fd_sc_hd__a32o_1: 1 / 10.0
sky130_fd_sc_hd__o41ai_1: 1 / 8.76
sky130_fd_sc_hd__nand4_1: 1 / 6.26
sky130_fd_sc_hd__a31oi_1: 1 / 6.26
sky130_fd_sc_hd__nand4b_1: 2 / 17.5
sky130_fd_sc_hd__o41a_1: 1 / 11.3
sky130_fd_sc_hd__conb_1: 1 / 3.75
sky130_fd_sc_hd__or3b_1: 1 / 8.76
sky130_fd_sc_hd__a221oi_1: 2 / 17.5
sky130_fd_sc_hd__nand4bb_1: 1 / 11.3
sky130_fd_sc_hd__a21o_1: 2 / 15.0
sky130_fd_sc_hd__nand3b_1: 1 / 7.51
sky130_fd_sc_hd__a21oi_1: 2 / 10.0
sky130_fd_sc_hd__o32a_1: 1 / 10.0
sky130_fd_sc_hd__buf_2: 2 / 10.0
sky130_fd_sc_hd__nor4bb_1: 1 / 10.0
sky130_fd_sc_hd__a211oi_1: 1 / 7.51
sky130_fd_sc_hd__nor3_1: 8 / 40.0
sky130_fd_sc_hd__or4b_4: 1 / 13.8
sky130_fd_sc_hd__and3_1: 1 / 6.26
sky130_fd_sc_hd__or4_1: 2 / 15.0
sky130_fd_sc_hd__nor2_1: 12 / 45.0
sky130_fd_sc_hd__o31ai_1: 1 / 7.51
sky130_fd_sc_hd__nor4_1: 4 / 25.0
sky130_fd_sc_hd__buf_4: 2 / 15.0
routing by layer:
layer  up-vias  global-route usage  part of all wire
met5         -                   0                 0
met4         0             0.00677             0.017
met3         2             0.00795             0.058
met2        36              0.0557              0.39
met1       367              0.0653              0.53
li1        413                   -                 -
stage by stage:
stage | instances | setup WS, ps
6_report | 214 | 701
3_3_place_gp | 211 | 521
4_1_cts | 214 | 713
3_5_place_dp | 211 | 487
5_1_grt | 214 | 564
2_1_floorplan | 96 | 1170
final cells by class:
cell class	count	area [µm²]
multi-input combinational	83	519
sequential	8	240
clock buffer	3	41.3
timing repair buffer	21	205
fill	836	6080
tap	99	124
worst max-delay path by stage:
stage / slack, ps / to / depth (start not counted)
4_1_cts: 710 / RXD[2]$_SDFFCE_PP1P_ / 7
5_1_grt: 560 / RXD[6]$_SDFFCE_PP1P_ / 7
6_report: 700 / RXD[2]$_SDFFCE_PP1P_ / 7
critical path: stages:
cell and delay [ps]:
sky130_fd_sc_hd__clkdlybuf4s50_1 510, sky130_fd_sc_hd__or4b_4 580, sky130_fd_sc_hd__or4_1 480, sky130_fd_sc_hd__o21ai_0 160, sky130_fd_sc_hd__nor4b_1 130, sky130_fd_sc_hd__nand3_2 130, sky130_fd_sc_hd__o41a_1 380
where the power goes:
part	internal (µW)	leakage, µW	total, µW	switching (µW)
Clock	64.6	0.0000216	90.3	25.7
Combinational	21.5	0.000253	44.9	23.4
Sequential	93.5	0.0000888	93.9	0.400
Total	180	0.000364	229	49.5
kinds of logic after synthesis:
group,share of synthesized area
buffers and inverters,0.0382
AND/OR/NAND/NOR,0.484
other,0.00477
flip-flops,0.306
AND-OR/OR-AND,0.156
XOR/XNOR,0.0111
cells in the final DEF, fill, tap and decap left out, types with 3 or more instances in the layout:
cell / n
sky130_fd_sc_hd__nor2_1: 12
sky130_fd_sc_hd__edfxtp_1: 8
sky130_fd_sc_hd__nand2b_1: 7
sky130_fd_sc_hd__clkbuf_8: 3
sky130_fd_sc_hd__nor4b_1: 4
sky130_fd_sc_hd__nand2_1: 9
sky130_fd_sc_hd__nor3_1: 8
sky130_fd_sc_hd__clkdlybuf4s50_1: 19
sky130_fd_sc_hd__nor4_1: 4
Power figures rest on the tool's default switching activity, not on a simulated workload.

==> design/flow/run.sh <==
#!/bin/bash
# OpenROAD 26Q1-2900-gdf79404cd8, Yosys 0.63+post, stock flow scripts
make -C /OpenROAD-flow-scripts/flow DESIGN_CONFIG=/design/flow/config.mk WORK_HOME=/design/flow/orfs finish
==> design/flow/config.mk <==
export PLATFORM = sky130hd
export DESIGN_NAME = sincronizador
export DESIGN_NICKNAME = sincronizador
export VERILOG_FILES = /design/flow/design.v
export SDC_FILE = /design/flow/constraint.sdc
export NUM_CORES = 4
export LEC_CHECK = 1
export CORE_AREA = 10 10 70 70
export DIE_AREA = 0 0 80 80
==> design/flow/constraint.sdc <==
current_design sincronizador

set clk_period 1.0
set clk_io_pct 0.2

create_clock -name clk0 -period $clk_period [get_ports {clk}]

set non_clock_inputs [all_inputs -no_clocks]
set_input_delay [expr $clk_period * $clk_io_pct] -clock clk0 $non_clock_inputs
set_output_delay [expr $clk_period * $clk_io_pct] -clock clk0 [all_outputs]
==> design/flow/design.v <==
module sincronizador(
rx_code_group,
clk,
RESET,
code_status,
rx_code_group_out
);
parameter Loss_of_sync = 13'h1;
parameter Comma_detect_1 = 13'h2;
parameter Acquire_Sync_1 = 13'h4;
parameter Comma_detect_2 = 13'h8;
parameter Acquire_Sync_2 = 13'h10;
parameter Comma_detect_3 = 13'h20;
parameter Sync_Acquired_1 = 13'h40;
parameter Sync_Acquired_2 = 13'h80;
parameter Sync_Acquired_2A =13'h100 ;
parameter Sync_Acquired_3 = 13'h200;
parameter Sync_Acquired_3A =13'h400 ;
parameter Sync_Acquired_4 = 13'h800;
parameter Sync_Acquired_4A = 13'h1000;
input clk, RESET;
input [9:0] rx_code_group;
output reg code_status;
output reg [9:0] rx_code_group_out;
reg [6:0] rx;  
reg [12:0] state;
integer cdg_cont=0; 
reg [12:0] nxt_state;
reg rn_even=0; 
reg valid; 
reg [9:0] code_group [0:27];
always@(posedge clk)begin 
	if(RESET)begin 
		state<= nxt_state; 
		rx_code_group_out<=rx_code_group;
		if(cdg_cont<3)begin 
			if(state==Sync_Acquired_2A||state==Sync_Acquired_3A||state==Sync_Acquired_4A)begin 
					if(valid)begin 
						cdg_cont<=cdg_cont+1; 
					end else cdg_cont<=0; 
			end else cdg_cont<=0;
		end else cdg_cont<=0;
	end else begin  
		cdg_cont<=0;
		nxt_state<=Loss_of_sync;
		code_status<=0;
	end
end
always @(*)begin
	nxt_state = state; 
	case(state) 
		Loss_of_sync: begin 
			rx[6:0]=rx_code_group[9:3];
			code_status=0;
			if(rx[6:0] ==7'b1100000)begin
				nxt_state=Comma_detect_1; 
				rn_even=!rn_even;
			end else nxt_state=Loss_of_sync; 
		end
		Comma_detect_1: begin  
			if(rx_code_group==10'b1010010110 || rx_code_group==10'b1001000101)begin 
				rn_even=0;
				nxt_state=Acquire_Sync_1; 
			end else nxt_state=Loss_of_sync; 
		end
		Acquire_Sync_1: begin 
			rx[6:0]=rx_code_group[9:3];
			if(valid)begin
				if(rx[6:0] == 7'b1100000)begin 
					nxt_state=Comma_detect_2; 
					rn_even=!rn_even;
				end else nxt_state=Acquire_Sync_1; 
			end else nxt_state=Loss_of_sync; 
		end
		Comma_detect_2: begin 
			if(rx_code_group==10'b1010010110 || rx_code_group==10'b1001000101)begin 
				rn_even=0;
				nxt_state=Acquire_Sync_2; 
			end else nxt_state=Loss_of_sync; 
		end 
		Acquire_Sync_2: begin  
			rx[6:0]=rx_code_group[9:3];
			if(valid)begin
				if(rx[6:0]== 7'b1100000)begin
					nxt_state=Comma_detect_3; 
					rn_even=!rn_even;
				end else nxt_state=Acquire_Sync_2; 
			end else nxt_state=Loss_of_sync; 
		end
		Comma_detect_3: begin  
			if(rx_code_group==10'b1010010110 || rx_code_group==10'b1001000101)begin 
				rn_even=0;
				nxt_state=Sync_Acquired_1; 
			end else nxt_state=Loss_of_sync; 
		end
		Sync_Acquired_1 : begin  
			if(valid)begin 
			rn_even=!rn_even;
			code_status=1;
			nxt_state=Sync_Acquired_1; 
			end else nxt_state=Sync_Acquired_2; 
		end
		Sync_Acquired_2 : begin  
		if(valid)begin 
			rn_even = !rn_even;
			nxt_state=Sync_Acquired_2A;
			end else nxt_state=Sync_Acquired_3; 
		end
		Sync_Acquired_2A : begin  
		if(valid)begin 
				if(cdg_cont==3)begin 
					nxt_state=Sync_Acquired_1;
				end else begin
					rn_even=!rn_even;
					nxt_state=Sync_Acquired_2A; 
				end
			end else nxt_state=Sync_Acquired_3; 
		end
		Sync_Acquired_3 : begin  
		if(valid)begin 
			rn_even=!rn_even;
			nxt_state=Sync_Acquired_3A;
			end else nxt_state=Sync_Acquired_4; 
		end
		Sync_Acquired_3A : begin  
		if(valid)begin 
				if(cdg_cont==3)begin 
					nxt_state=Sync_Acquired_2;
				end else begin
					rn_even=!rn_even;
					nxt_state=Sync_Acquired_3A; 
				end
			end else nxt_state=Sync_Acquired_4; 
		end
		Sync_Acquired_4 : begin  
		if(valid)begin 
			rn_even=!rn_even;
			nxt_state=Sync_Acquired_4A;
			end else nxt_state = Loss_of_sync; 
		end
		Sync_Acquired_4A : begin  
		if(valid)begin 
				if(cdg_cont==3)begin 
					nxt_state=Sync_Acquired_3;
				end else begin
					rn_even=!rn_even;
					nxt_state=Sync_Acquired_4A; 
				end
			end else nxt_state=Loss_of_sync; 
		end
		default: nxt_state = Loss_of_sync; 
	endcase
end
always@(posedge clk)begin
	code_group[0]= 10'b1010010110;  
 	code_group[1]= 10'b1001000101; 	 
	code_group[2]= 10'b1100000101;	 
	code_group[3]= 10'b0011111010;  
	code_group[4]= 10'b1101101000;  
	code_group[5]= 10'b0010010111;  
	code_group[6]= 10'b1001110100;  
	code_group[7]= 10'b0110001011;  
	code_group[8]= 10'b0111010100;  
	code_group[9]= 10'b1000101011; 
	code_group[10]= 10'b1011010100; 
	code_group[11]= 10'b0100101011; 
	code_group[12]= 10'b1100011011; 
	code_group[13]= 10'b1100010100; 
	code_group[14]= 10'b1101010100; 
	code_group[15]= 10'b0010101011; 
	code_group[16]= 10'b1010011011; 
	code_group[17]= 10'b1010010100; 
	code_group[18]= 10'b0110011011; 
	code_group[19]= 10'b0110010100; 
	code_group[20]= 10'b1110001011; 
	code_group[21]= 10'b0001110100; 
	code_group[22]= 10'b0001101011; 
	code_group[23]= 10'b1110010100; 
	code_group[24]= 10'b1001011011; 
	code_group[25]= 10'b1001010100; 
	code_group[26]= 10'b0100010111; 
	code_group[27]= 10'b1011101000; 
	if(rx_code_group==code_group[0]||rx_code_group==code_group[1]||rx_code_group==code_group[2]||rx_code_group==code_group[3]||rx_code_group==code_group[4]
	||rx_code_group==code_group[5]||rx_code_group==code_group[6]||rx_code_group==code_group[7]||rx_code_group==code_group[8]||rx_code_group==code_group[9]
	||rx_code_group==code_group[10]||rx_code_group==code_group[11]||rx_code_group==code_group[12]||rx_code_group==code_group[13]||rx_code_group==code_group[14]
	||rx_code_group==code_group[15]||rx_code_group==code_group[16]||rx_code_group==code_group[17]||rx_code_group==code_group[18]||rx_code_group==code_group[19]
	||rx_code_group==code_group[20]||rx_code_group==code_group[21]||rx_code_group==code_group[22]||rx_code_group==code_group[23]||rx_code_group==code_group[24]
	||rx_code_group==code_group[25]||rx_code_group==code_group[26]||rx_code_group==code_group[27])begin
	valid=1;
	end else valid=0;
end
endmodule
==> results_tabular.tex <==
% Generated from flow reports
\begin{tabular}{lr}
\hline
Metric & Value \\
\hline
\multicolumn{2}{l}{\textbf{Global route}} \\
Via count of the first global-routing pass & 251 \\
Global-route usage over all layers & 0.0252 \\
First-pass GRT wire length & 1.19 mm \\
Pin count of the biggest net entering global routing & 11 \\
Leftover overflow at the end of global routing & 0 \\
Initial antenna violation count & 0 \\
\multicolumn{2}{l}{\textbf{Timing}} \\
Setup repair after global routing missed its margin & yes \\
Final period utilization & 0.944 \\
Highest achievable clock rate & 1.06 GHz \\
Final critical delay including setup and external delays & 0.944 ns \\
Number of failing hold endpoints at the final stage & 0 \\
Worst Slack Setup Final & 0.0564 ns \\
Sum of negative setup slack & 0 ns \\
Max Slew Vio Count & 0 \\
\# setup viols final & 0 \\
\multicolumn{2}{l}{\textbf{Setup path}} \\
Kind of cell adding the most delay to the critical path & flip-flops \\
Crit path largest cell delay & 0.37 ns \\
Peak fanout along the critical path & 1 \\
Critical Path Source Type & register \\
Levels on crit path & 1 \\
Critical path destination & rx\_code\_group\_out[2] \\
First element of the critical path & rx\_code\_group\_out[2] \\
CP max stage cell & edfxtp\_1 \\
Critical path data arrival time & 0.74 ns \\
Critical path required time & 0.80 ns \\
Number of buffers and inverters on the critical path & 1 \\
Kind of end point of the critical path & primary output \\
Critical path class & reg -> out \\
Cells traversed along the worst timing path & buf\_2 \\
\multicolumn{2}{l}{\textbf{Floorplanning}} \\
Height of the die & 80 µm \\
Core Box Area & 3420 µm² \\
FP Core Util & 0.0912 \\
Die width & 80 µm \\
Area of the die & 6400 µm² \\
Number of placement rows & 21 \\
Ports & 23 \\
\multicolumn{2}{l}{\textbf{Clocking}} \\
Clock root buffer & clkbuf\_4 \\
Deepest clock path buffer count & 2 \\
CTS tree & yes \\
Total clock buffers created by CTS & 3 \\
Clock transition at path regs & 0.05 ns \\
CTS sink cnt & 10 \\
Total number of H-tree levels & 1 \\
\multicolumn{2}{l}{\textbf{Yosys}} \\
Top-area cell share & 0.964 \\
Mapped Cells & 12 \\
Synth Seq Share & 0.964 \\
Count of library flops with an enable pin & 10 \\
Dominant cell by count in the synthesized netlist & edfxtp\_1 \\
Ys async rst share & 0 \\
Yosys-reported design area after synthesis & 312 µm² \\
Number of warnings printed during yosys synthesis & 17 \\
Synthesized area per cell & 26.0 µm² \\
Leading area contributor after synthesis & edfxtp\_1 \\
Distinct lib cells & 3 \\
Count of instantiated cells in the yosys netlist & 12 \\
Number of register bits inferred by synthesis & 10 \\
Top cells by area, synth & edfxtp\_1, buf\_4, conb\_1 \\
Syn Std Cell Area & 312 µm² \\
Most common flop cell mapped by yosys & edfxtp\_1 \\
Most frequent cells after synthesis & edfxtp\_1, buf\_4, conb\_1 \\
\multicolumn{2}{l}{\textbf{Placement}} \\
Placed cell count & 79 \\
Worst setup slack before clock tree synthesis & -0.144 ns \\
Number of buffers added on ports & 21 \\
Gp weighted congestion & 0.665 \\
\multicolumn{2}{l}{\textbf{Final layout}} \\
Biggest registers after layout & rx\_code\_group\_out x10 \\
Growth of design area from synthesis to finish & 81.1\% \\
Number of flip-flops under the largest register name & 10 \\
Fin cells & 82 \\
Largest register by flop count & rx\_code\_group\_out \\
Fraction of layout instances using a drive strength above 1 & 0.389 \\
\multicolumn{2}{l}{\textbf{Hold path}} \\
Classification of the worst-slack hold path & in -> reg \\
\multicolumn{2}{l}{\textbf{Drt}} \\
Iteration count of the initial detailed-routing pass & 2 \\
Via density per instance & 2.46 \\
Total via count after detailed routing & 202 \\
Count of inserted antenna diode cells & 0 \\
Detail-routed net length per standard cell & 9.93 µm \\
1st-iter DRT viols & 16 \\
Count of unresolved DRC violations after routing & 0 \\
Routed WL & 814 µm \\
Antenna Nets Post-Route & 0 \\
\multicolumn{2}{l}{\textbf{Status}} \\
Outcome & completed \\
\multicolumn{2}{l}{\textbf{Flow run}} \\
Total tool warning count & 26 \\
Max capacitance violation total & 0 \\
\multicolumn{2}{l}{\textbf{Power}} \\
Total power consumption of the routed design & 0.000835 W \\
Peak supply drop & 644 µV \\
Leakage & 0.207 nW \\
Power per Cell Area & 1480 nW/µm² \\
\hline
\end{tabular}
-- layer usage --
layer	GRT usage	wire [µm]	vias to the layer above
met1	0.0181	245	93
met4	0.00176	6	0
met3	0.0284	143	2
met5	0	0	-
met2	0.0441	419	14
li1	-	-	93
-- placed cells by master (no fill, tap or decap), drive strengths merged --
cell type	count
clkbuf	4
conb	1
clkdlybuf4s50	11
buf	10
edfxtp	10
-- area by class of cell --
cell class,count,area [µm²]
clock buffers,3,22.5
fillers,395,2850
multi-input cells,1,3.75
flip-flops and latches,10,300
well taps,46,57.6
repair buffers,22,180
-- repair_timing --
action	in CTS	in global routing
hold buffers	0	0
setup buffers	0	0
resized	29	1
gates cloned	0	0
endpoints found under the setup margin	10	2
-- where the power goes --
| part | switching (W) | internal, W |
|---|---|---|
| Combinational | 0.0000209 | 0.0000642 |
| Clock | 0.000108 | 0.000137 |
| Sequential | 0.00000677 | 0.000498 |
-- kinds of logic (layout without fill, tap and decap cells) --
logic type | Yosys count | count (layout) | synth area share
buffers and inverters | 1 | 25 | 0.0241
DFF | 10 | 10 | 0.964
other | 1 | 1 | 0.0120
-- worst min path at each step --
| stage | from | endpoint | slack (ns) | cells after the start |
|---|---|---|---|---|
| global route | rx_code_group[2] | rx_code_group_out[2] | 0.48 | 1 |
| CTS | rx_code_group[2] | rx_code_group_out[2] | 0.49 | 1 |
| finish | rx_code_group[2] | rx_code_group_out[2] | 0.50 | 1 |
-- stage by stage --
stage / hold slack, ns / util / cell area, µm²
2_1_floorplan: 0.299 / - / 312
3_3_place_gp: 0.765 / 0.173 / 592
3_5_place_dp: 0.758 / 0.173 / 592
4_1_cts: 0.489 / 0.167 / 569
5_1_grt: 0.483 / 0.165 / 564
6_report: 0.500 / 0.165 / 564
Power and IR drop assume default switching activity.
